==> design.v <==
module Rx_FSM
(
	input clk, areset_n, en, reset,
	input R_bit, P_bit, counter_tick,
	output reg SIPO_en,
	output done, err, busy 
);
localparam [2:0] IDLE = 0,
		 START = 1,
		 DATA = 2,
		 STOP = 3,
		 DONE = 4,
		 ERR = 5;
reg [3:0] s_reg, s_next;
reg [2:0] n_reg, n_next;
reg [2:0] state_reg, state_next;
always @(posedge clk, negedge areset_n)
begin
	if(!areset_n)
	begin
		s_reg <= 4'b0000;
		n_reg <= 3'b000;
		state_reg <= IDLE;
	end
	else if(reset)
	begin
		s_reg <= 4'b0000;
		n_reg <= 3'b000;
		state_reg <= IDLE;
	end
	else if(en)
	begin
		s_reg <= s_next;
		n_reg <= n_next;
		state_reg <= state_next;
	end
	else
	begin
		s_reg <= s_reg;
		n_reg <= n_reg;
		state_reg <= state_reg;
	end
end
always @(*)
begin
SIPO_en = 0;
state_next = state_reg;
s_next = s_reg;
n_next = n_reg;
	case(state_reg)
		IDLE: if(R_bit)begin
				s_next = 0;
				state_next = START;
			end
			else
				state_next = IDLE;
		START: if(counter_tick)
			if(s_reg == 7)begin
				s_next = 0;
				n_next = 0;
				state_next = DATA;
			end
			else begin
				s_next = s_reg + 1;
				state_next = START;
			end
		DATA: if(counter_tick)
			if(s_reg == 15)begin
				SIPO_en = 1;
				s_next = 0;
				if(n_reg == 7)
					state_next = STOP;
				else begin
				n_next = n_reg + 1;
				state_next = DATA;
				end
			end
			else begin
				s_next = s_reg + 1;
				state_next = DATA;
			end
		STOP: if(counter_tick)
			if(s_reg == 15)
					if(P_bit)
						state_next = DONE;
					else
						state_next = ERR;
			else begin
				s_next = s_reg + 1;
				state_next = STOP;
			end
		else
			state_next = STOP;
		DONE: state_next = IDLE;
		ERR: state_next = IDLE;
		default: state_next = IDLE;
	endcase
end
assign done = (state_reg == DONE);
assign err = (state_reg == ERR);
assign busy = (state_reg != IDLE);
endmodule
module Rx_edge_detector
(
	input clk, areset_n,
	input rx,
	output n_edge, p_edge
);
localparam  s0 = 0, s1 = 1;
reg state_reg, state_next;
always @(posedge clk , negedge areset_n)
begin
	if(!areset_n)
		state_reg <= s0;
	else
		state_reg <= state_next;
end
always @(*)
begin
	case(state_reg)
		s0: state_next = rx? s1:s0;
		s1: state_next = rx? s1:s0;
		default: state_next = s0;
	endcase
end
assign n_edge = (state_reg == s1) & ~rx;
assign p_edge = (state_reg == 1);
endmodule
module SIPO_shift_register
(
	input clk, areset_n, en,
	input S_input,
	output [7:0] Q
);
reg [7:0] Q_reg, Q_next;
always @(posedge clk, negedge areset_n)
begin
	if(!areset_n)
		Q_reg <= 8'b0;
	else if(en)
		Q_reg <= Q_next;
	else
		Q_reg <= Q_reg;
end
always @(*)
begin
	Q_next = {S_input, Q_reg[7:1]};
end
assign Q = Q_reg;
endmodule
module baud_conuter
#(parameter Final_value_bits = 10)
(
	input clk, areset_n,
	input [Final_value_bits-1:0] Final_value,
	output done
);
reg [Final_value_bits-1:0] Q_reg, Q_next;
always @(posedge clk, negedge areset_n)
begin
	if(!areset_n)
		Q_reg <= {Final_value_bits{1'b0}};
	else
		Q_reg <= Q_next;
end
always @(*)
begin
	if(done)
		Q_next = {Final_value_bits{1'b0}};
	else
		Q_next = Q_reg + 1; 
end
assign done = (Q_reg == Final_value);
endmodule
module Tx_Mux
(
	input [9:0] frame,
	input [3:0] sel,
	output reg f
);
always @(*)
begin
	case(sel)
		4'b0000: f = frame[0];
		4'b0001: f = frame[1];
		4'b0010: f = frame[2];
		4'b0011: f = frame[3];
		4'b0100: f = frame[4];
		4'b0101: f = frame[5];
		4'b0110: f = frame[6];
		4'b0111: f = frame[7];
		4'b1000: f = frame[8];
		4'b1001: f = frame[9];
		default: f = frame[0];
	endcase
end
endmodule
module Tx_bit_select
(
	input clk, areset_n, tx_en, reset,
	input counter_tick,
	output reg [3:0] sel,
	output reg load, done,
	output busy 
);
localparam [2:0] IDLE = 0,
		 SELECT = 1;
reg [3:0] s_reg, s_next;
reg [3:0] n_reg, n_next;
reg state_reg, state_next; 
always @(posedge clk, negedge areset_n)
begin
	if(!areset_n)
	begin
		s_reg <= 4'b0000;
		n_reg <= 3'b000;
		state_reg <= IDLE;
	end
	else if(reset)
		begin
		s_reg <= 4'b0000;
		n_reg <= 3'b000;
		state_reg <= IDLE;
	end
	else
	begin
		s_reg <= s_next;
		n_reg <= n_next;
		state_reg <= state_next;
	end
end
always @(*)
begin
state_next = state_reg;
s_next = s_reg;
n_next = n_reg;
done = 1'b0;
	case(state_reg)
	IDLE: begin
		load = 1'b0;
		sel = 1'b0;
		if(tx_en)begin
			s_next = 0;
			n_next = 0;
			state_next = SELECT;
		end
		else
			state_next = IDLE;
	end
	SELECT:begin
		load = 1'b1;
		sel = n_reg;
		if(counter_tick)
			if(s_reg == 15)begin
				s_next = 0;
				if(n_reg == 9)begin
					done = 1'b1;
					state_next = IDLE;
				end
				else begin
					n_next = n_next + 1;
					state_next = SELECT;
				end
			end
			else begin
				s_next = s_reg + 1;
				state_next = SELECT;
			end
	end
	endcase
end
assign busy = (state_reg == SELECT);
endmodule
module Tx_frame
(
	input clk, areset_n,
	input [7:0] data,
	output [9:0] out_data
);
reg [9:0] Q_reg, Q_next;
always @(posedge clk, negedge areset_n)
begin
	if(!areset_n)
		Q_reg <= 10'b1111111111;
	else
		Q_reg <= Q_next;
end
always @(*)
begin
	Q_next = {1'b1,data[7:0],1'b0};
end
assign out_data = Q_reg;
endmodule
module UART
(
	input clk, arst_n, rst,
	input [7:0] data,
	input uart_en,
	output [7:0] received_data,
	output TX_busy,
	output TX_done,
	output RX_busy,
	output RX_done,
	output RX_error
);
wire TX;
UART_TX transmiter 
(
	.clk(clk),
	.arst_n(arst_n),
	.rst(rst),
	.tx_en(uart_en),
	.data(data),
	.tx(TX),
	.done(TX_done),
	.busy(TX_busy)
);
UART_RX receiver
(
	.clk(clk),
	.arst_n(arst_n),
	.rst(rst),
	.RX(TX),
	.rx_en(uart_en),
	.done(RX_done),
	.err(RX_error),
	.busy(RX_busy),
	.data(received_data)
);
endmodule
module UART_RX
(
	input clk, arst_n, rst,
	input RX, rx_en,
	output done, err, busy,
	output [7:0] data
);
wire tick, start_bit, stop_bit, SIPO_en;
baud_conuter Timer 
(
	.clk(clk),
	.areset_n(arst_n),
	.Final_value(650),
	.done(tick)
);
Rx_edge_detector edge_detector
(
	.clk(clk),
	.areset_n(arst_n),
	.rx(RX),
	.n_edge(start_bit),
	.p_edge(stop_bit)
);
Rx_FSM FSM
(
	.clk(clk),
	.areset_n(arst_n),
	.reset(rst),
	.en(rx_en),
	.R_bit(start_bit),
	.P_bit(stop_bit),
	.counter_tick(tick),
	.SIPO_en(SIPO_en),
	.err(err),
	.busy(busy),
	.done(done)
);
SIPO_shift_register SIPO
(
	.clk(clk),
	.areset_n(arst_n),
	.en(SIPO_en),
	.S_input(RX),
	.Q(data)	
);
endmodule
module UART_TX
(
	input clk, arst_n, tx_en, rst,
	input [7:0] data,
	output tx, done, busy
);
wire tick, load ;
wire [9:0] mux_in;
wire [3:0] sel;
Tx_bit_select bit_select
(
	.clk(clk),
	.areset_n(arst_n),
	.reset(rst),
	.tx_en(tx_en),
	.counter_tick(tick),
	.sel(sel),
	.load(load),
	.done(done),
	.busy(busy)
);
Tx_frame frame
(
	.clk(clk),
	.areset_n(load),
	.data(data),
	.out_data(mux_in)
);
baud_conuter counter
(
	.clk(clk),	
	.areset_n(arst_n),
	.Final_value(650),
	.done(tick)
);
Tx_Mux MUX
(
	.frame(mux_in),
	.sel(sel),
	.f(tx)
);
endmodule
==> run.sh <==
#!/bin/bash
# OpenROAD 26Q1-2900-gdf79404cd8, Yosys 0.63+post, stock flow scripts
make -C /OpenROAD-flow-scripts/flow DESIGN_CONFIG=/design/flow/config.mk WORK_HOME=/design/flow/orfs finish
==> config.mk <==
export PLATFORM = sky130hd
export DESIGN_NAME = UART
export DESIGN_NICKNAME = UART
export VERILOG_FILES = /design/flow/design.v
export SDC_FILE = /design/flow/constraint.sdc
export NUM_CORES = 4
export LEC_CHECK = 1
export CORE_UTILIZATION = 30
==> constraint.sdc <==
current_design UART

set clk_period 2.0
set clk_io_pct 0.2

create_clock -name clk0 -period $clk_period [get_ports {clk}]

set non_clock_inputs [all_inputs -no_clocks]
set_input_delay [expr $clk_period * $clk_io_pct] -clock clk0 $non_clock_inputs
set_output_delay [expr $clk_period * $clk_io_pct] -clock clk0 [all_outputs]
==> impl_metrics.csv <==
group,metric,value,unit
die,fp_util,31.4,%
critical_path,path_max_fanout,2,
cts,hold_buffers,0,
placement,gp_congestion,0.837,
die,die_height,101,um
sta,rsz0062_at_grt,"yes",
cts,clock-sinks,57,
finish,drive_above_1_share,28.7,%
finish,n_fill_cell,869,
cts,htree_levels,3,
drt,wire_per_inst,11.5,um
logic_synthesis,yosysTopAreaCellShare,41.0,%
logic_synthesis,synth_cell_types,58,
die,chipArea,10200,um2
sta,fin_tns_setup,-0.106,ns
cts,cts_tree,"built",
logic_synthesis,yosys_cells,278,
logic_synthesis,yosys_warnings,9,
logic_synthesis,synth_seq_share,49.1,%
cts,numCtsBuffers,9,
critical_path,crit_path_end_kind,"output pin",
critical_path,crit_family,"simple AND/OR/NAND/NOR gates",
critical_path,worst_r2r_endpoint,"transmiter.bit_select.n_reg[3]",
die,io-pin-count,25,
die,core_area,9330,um2
drt,wirelength,5500,um
grt,grt_max_degree,32,
finish,fin_cells,478,
logic_synthesis,yosys_area,2930,um2
finish,synthToLayoutAreaGrowth,32.3,%
die,fp-row-count,35,
drt,dr.first_iter.drc_count,58,
grt,antenna_found_initial,0,
cts,cts.path.max_buffers,2,
logic_synthesis,syn_avg_cell_area,10.5,um2
logic_synthesis,synth-seq-cells,57,
logic_synthesis,yosysTopAreaCell,"dfrtp_1",
grt,grt_pass1_vias,2129,
sta,slew_viol_final,0,
power,ir_drop,0.000336,V
critical_path,reg2reg_from,"transmiter.counter.Q_reg[6]",
cts,cts_root_buffer,"clkbuf_8",
drt,ant_nets,0,
critical_path,r2r_cells,7,
logic_synthesis,synth_async_sr_flop_share,100,%
critical_path,crit_type,"register to output pin",
critical_path,crit_path_top_delay_cell,"or3b_4",
critical_path,crit_path_max_incr_delay,0.41,ns
critical_path,arrival,1.71,ns
cts,path_clk_slew,0.07,ns
drt,drt_first_pass_iters,4,
logic_synthesis,area_leaders,"dfrtp_1, dfstp_2, ha_1",
sta,setup_slack,-0.106,ns
sta,fin_crit,2.11,ns
drt,num_antenna_cells,0,
grt,grtUsageTotal,12.1,%
placement,portBuffers,24,
status,status,"complete, but fails checks",
placement,post-place-cells,454,
power,p_total,2.60,mW
logic_synthesis,synthTopCellsByCount,"dfrtp_1, nor2_1, nand2_1",
power,leakage,1.72,nW
drt,routed_via_density,4.62,
critical_path,path_buffers,2,
worst_hold_path,min_path_type,"primary input to async pin",
critical_path,crit_path_start_kind,"register",
logic_synthesis,edf_count,0,
logic_synthesis,most_common_cell,"dfrtp_1",
sta,fin_crit_sh,105,%
logic_synthesis,netlist_area,2930,um2
flow_run,drv_cap,0,
sta,setup_viol_count_final,1,
drt,vias,2208,
critical_path,crit_chain,"or3b_4, nor4_4, inv_1, nor3_2, buf_2",
drt,drc_errors,0,
die,die_x,101,um
grt,grt-ovfl-total,0,
cts,clk_latency,0.34,ns
grt,grt_pass1_wl,9690,um
logic_synthesis,ys.flop_type,"dfrtp_1",
flow_run,warning_count,30,
sta,clock_skew,0.00992,ns
critical_path,r2r_slack,0.06,ns
power,power_density,671,nW/um2
sta,fmax,0.475,GHz
status,violations,"negative setup slack",
logic_synthesis,synth_cells,278,
sta,hold_violations,0,
placement,hpwl,3820,um
critical_path,required,1.60,ns
==> metrics by stage <==
stage	hold WS [ns]	utilization (%)	worst slack [ns]	instance area [um2]
floorplan	0.104	-	0.112	2930
global placement	0.368	37.8	-0.233	3520
detailed placement	0.369	37.8	-0.263	3520
CTS	0.00452	40.8	-0.171	3810
global route	0.0242	41.5	-0.249	3870
finish	0.00155	41.5	-0.106	3870
==> layer usage <==
layer	up-vias	track usage (%)	wire length (um)
met5	-	0	0
met4	0	1.78	42
met3	7	3.03	232
met2	44	18.4	2460
met1	1039	18.3	2770
li1	1118	-	-
==> report_power, final <==
part	switching (mW)	internal, mW	leakage, nW
registers	0.0122	1.18	0.739
clock network	0.469	0.736	0.105
logic	0.103	0.0992	0.874
==> area by class of cell <==
cell class | count | area (um2) | area share [%]
tap | 129 | 161 | 4.17
timing repair buffer | 66 | 569 | 14.7
sequential | 57 | 1440 | 37.1
clock buffer | 10 | 138 | 3.55
inverter | 7 | 26.3 | 0.679
multi-input combinational | 203 | 1450 | 37.4
clock inverter | 6 | 91.3 | 2.36
==> timing repair <==
item	4_1_cts	5_1_grt
buffers inserted	4	4
cloned	0	0
resized	10	9
setup endpoints to repair	5	13
pin swaps	8	2
==> worst max path at each step <==
stage / to / startpoint / slack (ns) / cells past startpoint
final: TX_done / transmiter.counter.Q_reg[6] / -0.11 / 5
after CTS: TX_done / transmiter.counter.Q_reg[4] / -0.17 / 5
after global routing: TX_done / transmiter.counter.Q_reg[6] / -0.25 / 5
==> placed cells by master, fill, tap and decap left out, types with 10 or more instances in the layout <==
cell	n
dfrtp_1	48
ha_1	10
clkdlybuf4s50_1	22
nor2_1	28
xnor2_1	11
nand3_1	17
nand2_1	25
a21oi_1	10
clkbuf_8	10
buf_4	38
==> cell families (layout without fill, tap and decap cells) <==
group	Yosys count	after routing	synth area share, %
xor+xnor	19	19	5.68
fa+ha+maj	10	10	4.27
mux	15	15	5.98
compound gates	43	43	11.3
flops	57	57	49.1
simple gates	115	115	20.3
buf+inv	18	89	3.20
other cells	1	1	0.128
No activity file was given, so power comes from the tool's default toggle rates.
